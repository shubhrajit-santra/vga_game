==> ./design.v <==
`timescale 1ns / 1ps
module clk_div
# (parameter COUNT_DIV = 50000)
(  input reset,
input clk_in,
output reg clk_div = 1
);
    reg [40:0] count_next = 0 ;
    reg [40:0] count_reg = 0 ;
    reg clk_div_next ;
    always@(posedge clk_in or posedge reset)
    if(reset==1'b1)
    count_reg <= 0 ;
    else
   count_reg <= count_next ;
    always@(*)begin
    count_next = count_reg ;
    if(count_reg==COUNT_DIV-1)
    count_next = 0 ;
    else
    count_next = count_reg + 1 ;
    end
    always@(posedge clk_in)
    if(reset==1'b1)
    clk_div <= 1 ;
    else
      clk_div <= clk_div_next ;
    always@(*) begin
    clk_div_next = clk_div ;
    if(count_reg==COUNT_DIV-1)
    clk_div_next = ~clk_div ;
    end
endmodule
==> ./run.sh <==
#!/bin/bash
# OpenROAD 26Q1-2900-gdf79404cd8, Yosys 0.63+post, stock flow scripts
make -C /OpenROAD-flow-scripts/flow DESIGN_CONFIG=/design/flow/config.mk WORK_HOME=/design/flow/orfs finish
==> ./config.mk <==
export PLATFORM = sky130hd
export DESIGN_NAME = clk_div
export DESIGN_NICKNAME = clk_div
export VERILOG_FILES = /design/flow/design.v
export SDC_FILE = /design/flow/constraint.sdc
export NUM_CORES = 4
export LEC_CHECK = 1
export CORE_UTILIZATION = 50
==> ./constraint.sdc <==
current_design clk_div

set clk_period 8.8
set clk_io_pct 0.2

create_clock -name clk0 -period $clk_period [get_ports {clk_in}]

set non_clock_inputs [all_inputs -no_clocks]
set_input_delay [expr $clk_period * $clk_io_pct] -clock clk0 $non_clock_inputs
set_output_delay [expr $clk_period * $clk_io_pct] -clock clk0 [all_outputs]
==> flow_summary.html <==
<h3>Run summary</h3>
<table>
<tr><th>Metric</th><th>Value</th></tr>
<tr><th colspan="2">Finish</th></tr>
<tr><td>Area Overhead vs Synth</td><td>10.1%</td></tr>
<tr><td>Combined area of the multi-input logic cells</td><td>906 sq um</td></tr>
<tr><td>Final standard cell utilization of the core</td><td>about three fifths</td></tr>
<tr><td>Layout cell share with drive strength beyond 1</td><td>8.38%</td></tr>
<tr><td>Fin area</td><td>0.00217 sq mm</td></tr>
<tr><td>Flip-flop count of the largest register, all copies and words added</td><td>41</td></tr>
<tr><td>Filler cell count in the final layout</td><td>306</td></tr>
<tr><td>Register area</td><td>0.00105 sq mm</td></tr>
<tr><th colspan="2">Power and ir drop</th></tr>
<tr><td>Pleak</td><td>0.00104 uW</td></tr>
<tr><td>Switching share of power</td><td>between 15 and 20%</td></tr>
<tr><td>Largest voltage drop on the vdd net</td><td>0.122 mV</td></tr>
<tr><td>Comb power frac</td><td>under 10%</td></tr>
<tr><td>Share of power burned in registers</td><td>56.1%</td></tr>
<tr><td>Clk pwr share</td><td>42.7%</td></tr>
<tr><td>Net switching power</td><td>around 67 uW</td></tr>
<tr><td>Total power density per cell area</td><td>between 150 and 200 mW/mm^2</td></tr>
<tr><td>Power consumption</td><td>344 uW</td></tr>
<tr><td>Internal power</td><td>277 uW</td></tr>
<tr><th colspan="2">Min path</th></tr>
<tr><td>Capture endpoint of the worst hold path</td><td>count_reg[40]</td></tr>
<tr><td>Startpoint of the most critical hold path</td><td>count_reg[40]</td></tr>
<tr><td>Type of the most critical hold path</td><td>reg2reg</td></tr>
<tr><td>Instance count along the most critical hold path</td><td>1</td></tr>
<tr><th colspan="2">Worst setup path</th></tr>
<tr><td>Required time reported for the critical path endpoint</td><td>just over 7000 ps</td></tr>
<tr><td>Slowest cell on the critical path</td><td>sky130_fd_sc_hd__clkdlybuf4s50_1</td></tr>
<tr><td>Maximum net fanout on the critical path</td><td>2</td></tr>
<tr><td>Nature of the critical path endpoint</td><td>primary output</td></tr>
<tr><td>CP startpoint kind</td><td>flop</td></tr>
<tr><td>Reg2Reg Capture Point</td><td>count_reg[36]</td></tr>
<tr><td>Sequence of cells on the critical path</td><td>clkdlybuf4s50_1</td></tr>
<tr><td>CP Class</td><td>reg2out</td></tr>
<tr><td>Register-to-register setup slack</td><td>6640 ps</td></tr>
<tr><td>Crit path arrival time</td><td>1110 ps</td></tr>
<tr><td>Critical R2R Launch</td><td>count_reg[0]</td></tr>
<tr><td>Sum of buffers and inverters on the critical path</td><td>1</td></tr>
<tr><td>Depth of the worst register-to-register path</td><td>6</td></tr>
<tr><td>Crit-path leading delay family</td><td>buffers and inverters</td></tr>
<tr><td>Largest stage delay on the critical path</td><td>470 ps</td></tr>
<tr><th colspan="2">Die</th></tr>
<tr><td>Core area</td><td>0.00372 sq mm</td></tr>
<tr><td>Overall die width</td><td>64.8 microns</td></tr>
<tr><td>Core utilization at floorplan</td><td>53.1%</td></tr>
<tr><td>Core Rows</td><td>22</td></tr>
<tr><td>I/O pin total</td><td>3</td></tr>
<tr><td>Die y size</td><td>64.8 microns</td></tr>
<tr><td>Die area</td><td>0.00420 sq mm</td></tr>
<tr><th colspan="2">Yosys</th></tr>
<tr><td>Cell total in the yosys stat output</td><td>180</td></tr>
<tr><td>Distinct lib cells</td><td>25</td></tr>
<tr><td>Average cell area after synthesis</td><td>roughly 11 sq um</td></tr>
<tr><td>Top-count cell post-synth</td><td>sky130_fd_sc_hd__dfrtp_1</td></tr>
<tr><td>EDFF count, synth</td><td>0</td></tr>
<tr><td>Most instantiated cells after synthesis</td><td>sky130_fd_sc_hd__dfrtp_1, sky130_fd_sc_hd__xnor2_1, sky130_fd_sc_hd__xor2_1</td></tr>
<tr><td>Fraction of the yosys area taken by sequential cells</td><td>53.0%</td></tr>
<tr><td>Post-synth ARST share</td><td>a little over nine tenths</td></tr>
<tr><td>Flops &amp; latches, synth</td><td>42</td></tr>
<tr><td>Post-synthesis cell type with the largest combined area</td><td>sky130_fd_sc_hd__dfrtp_1</td></tr>
<tr><td>Total cell area reported by yosys after synthesis</td><td>0.00197 sq mm</td></tr>
<tr><td>Warnings from Yosys</td><td>1</td></tr>
<tr><td>Gate count of the mapped netlist</td><td>around 180</td></tr>
<tr><td>Most used flip-flop cell</td><td>sky130_fd_sc_hd__dfrtp_1</td></tr>
<tr><td>Main area contributors</td><td>sky130_fd_sc_hd__dfrtp_1, sky130_fd_sc_hd__xnor2_1, sky130_fd_sc_hd__xor2_1, sky130_fd_sc_hd__nand3_1, sky130_fd_sc_hd__nor2_1</td></tr>
<tr><td>Area of the mapped netlist</td><td>0.00197 sq mm</td></tr>
<tr><td>Post-synth top area share</td><td>52.0%</td></tr>
<tr><th colspan="2">Route</th></tr>
<tr><td>Via count</td><td>1,286</td></tr>
<tr><td>DRC violations left</td><td>0</td></tr>
<tr><td>Detailed Routing Iterations Pass 1</td><td>4</td></tr>
<tr><td>Post-DR vias/cell</td><td>roughly 5.4</td></tr>
<tr><td>Number of diodes</td><td>0</td></tr>
<tr><td>Post-detailed-route wirelength per cell</td><td>around 14 microns</td></tr>
<tr><td>Wirelength, routed</td><td>3320 microns</td></tr>
<tr><td>Count of routing violations after the opening detailed-route iteration</td><td>125</td></tr>
<tr><td>Post-detailed-route count of antenna-violating nets</td><td>0</td></tr>
<tr><th colspan="2">Timing</th></tr>
<tr><td>Setup repair after global routing missed its margin</td><td>false</td></tr>
<tr><td>Final min period</td><td>about 2900 ps</td></tr>
<tr><td>Fmax achieved</td><td>roughly 350 MHz</td></tr>
<tr><td>Total negative setup slack</td><td>0 ps</td></tr>
<tr><td>Transition time of the tightest slew-check pin</td><td>851 ps</td></tr>
<tr><td>Final-report hold violation count</td><td>0</td></tr>
<tr><td>Crit path setup slack, layout</td><td>a little under 6000 ps</td></tr>
<tr><td>Clock skew after layout</td><td>9.11 ps</td></tr>
<tr><td>Max-slew headroom</td><td>42.8%</td></tr>
<tr><td>Post-route clock period utilization</td><td>between 30% and 40%</td></tr>
<tr><td>Total of endpoints with negative setup slack in the final report</td><td>0</td></tr>
<tr><td>Final Slew Violations</td><td>0</td></tr>
<tr><th colspan="2">Global routing</th></tr>
<tr><td>First-pass GRT wire length</td><td>roughly 6200 microns</td></tr>
<tr><td>Pin count of the biggest net entering global routing</td><td>roughly 43</td></tr>
<tr><td>Total global routing overflow</td><td>0</td></tr>
<tr><td>Via count of the first global-routing pass</td><td>~1.3k</td></tr>
<tr><td>Initial antenna violation count</td><td>0</td></tr>
<tr><td>All-Layer GR Usage</td><td>between 10% and 20%</td></tr>
<tr><th colspan="2">Clocking</th></tr>
<tr><td># H-tree levels</td><td>2</td></tr>
<tr><td>Number of buffers created by CTS</td><td>5</td></tr>
<tr><td>Library cell used as clock root buffer</td><td>sky130_fd_sc_hd__clkbuf_8</td></tr>
<tr><td>Setup bufs post-CTS</td><td>0</td></tr>
<tr><td>Number of gates resized after CTS</td><td>0</td></tr>
<tr><td>TritonCTS clock tree</td><td>built</td></tr>
<tr><td>Cts hold-fix bufs</td><td>0</td></tr>
<tr><td>Clock transition at path regs</td><td>around 70 ps</td></tr>
<tr><td>Clock Sink Count</td><td>42</td></tr>
<tr><td>Clock insertion delay at the later pin of the skew report</td><td>290 ps</td></tr>
<tr><td>Largest buffer count on any clock path</td><td>2</td></tr>
<tr><th colspan="2">Place</th></tr>
<tr><td>Post-placement setup slack</td><td>slightly below 6000 ps</td></tr>
<tr><td>Estimated wirelength of the detail-placed design</td><td>between 2000 and 2500 microns</td></tr>
<tr><td>Port bufs</td><td>2</td></tr>
<tr><td>Placed Instance Area</td><td>slightly above 0.002 sq mm</td></tr>
<tr><td>Placer's final routability congestion estimate</td><td>0.837</td></tr>
<tr><th colspan="2">Outcome</th></tr>
<tr><td>Outcome</td><td>finished, final reports clean</td></tr>
<tr><th colspan="2">Flow run</th></tr>
<tr><td>Log Warnings</td><td>25</td></tr>
<tr><td>Count of max-cap constraint violations</td><td>0</td></tr>
</table>
worst max path at each step:
stage,startpoint,end,slack (ps),cells after the start
5_1_grt,clk_div,clk_div,5890,1
4_1_cts,clk_div,clk_div,5920,1
6_report,clk_div,clk_div,5930,1
layout by cell type, fill, tap and decap left out, types with 2 or more instances in the layout:
master	Yosys	routed
sky130_fd_sc_hd__dfrtp_1	41	41
sky130_fd_sc_hd__xnor2_1	20	20
sky130_fd_sc_hd__xor2_1	20	20
sky130_fd_sc_hd__nand3_1	18	18
sky130_fd_sc_hd__nor2_1	17	17
sky130_fd_sc_hd__nand2_1	12	12
sky130_fd_sc_hd__nand4_1	9	9
sky130_fd_sc_hd__nor4_1	8	8
sky130_fd_sc_hd__and3_1	6	6
sky130_fd_sc_hd__inv_1	5	5
sky130_fd_sc_hd__clkbuf_8	0	5
sky130_fd_sc_hd__nor3_1	4	4
sky130_fd_sc_hd__and4_1	4	4
sky130_fd_sc_hd__and2_1	3	3
sky130_fd_sc_hd__nor2b_1	2	2
sky130_fd_sc_hd__clkinv_2	0	2
sky130_fd_sc_hd__clkdlybuf4s50_1	0	2
sky130_fd_sc_hd__buf_4	0	2
worst reg2reg max path: stages (launching register included):
cell and delay, ps:
sky130_fd_sc_hd__dfrtp_1 420, sky130_fd_sc_hd__ha_1 230, sky130_fd_sc_hd__nand3_1 190, sky130_fd_sc_hd__nor4_4 510, sky130_fd_sc_hd__nand4_1 340, sky130_fd_sc_hd__nor3_1 260
sky130_fd_sc_hd__xnor2_1 140
metal layers:
metal,up-vias,share of wire [%],GRT usage (%)
met4,0,1.6,3.06
met5,-,0,0
met3,6,3.0,4.29
met1,620,51,32.6
met2,10,44,29.2
li1,650,-,-
power by group through the flow:
stage | logic, uW | clock network (uW) | registers (uW)
CTS | 4.59 | 151 | 193
global route | 5.12 | 161 | 193
finish | 4.26 | 147 | 193
final cells by class:
cell class / count / share of cell area [%]
inverters: 5 / 0.863
repair buffers: 4 / 1.61
clock buffers: 5 / 3.16
multi-input cells: 132 / 41.7
flip-flops and latches: 42 / 48.1
clock inverters: 3 / 1.84
well taps: 48 / 2.76
metrics by stage:
step / hold slack (ps) / std cells
after floorplan: 443 / 180
after global placement: 467 / 231
after detailed placement: 473 / 231
after CTS: 486 / 239
after global routing: 517 / 239
final: 479 / 239
logic make-up (layout without fill, tap and decap cells):
kind of cell	count (synthesis)	count (layout)	synth area share [%]
fa+ha+maj	1	1	0.634
buf+inv	6	17	1.14
simple gates	91	91	27.5
xor+xnor	40	40	17.7
flops	42	42	53.0
Power and IR drop assume default switching activity.
