$ cat flow/config.mk
export PLATFORM = sky130hd
export DESIGN_NAME = vga_ctrl
export DESIGN_NICKNAME = vga_ctrl
export VERILOG_FILES = /design/flow/design.v
export SDC_FILE = /design/flow/constraint.sdc
export NUM_CORES = 4
export LEC_CHECK = 1
export CORE_AREA = 10 10 104 104
export DIE_AREA = 0 0 114 114
$ cat flow/constraint.sdc
current_design vga_ctrl

set clk_period 5.9
set clk_io_pct 0.2

create_clock -name clk0 -period $clk_period [get_ports {clk_65M}]

set non_clock_inputs [all_inputs -no_clocks]
set_input_delay [expr $clk_period * $clk_io_pct] -clock clk0 $non_clock_inputs
set_output_delay [expr $clk_period * $clk_io_pct] -clock clk0 [all_outputs]
$ cat flow/design.v
`timescale 1ns / 1ps
module vga_ctrl(
input clk_65M,
input clear,
output reg V_sync,
output reg H_sync,
output [16:0] H_count,
output [16:0] V_count,
output reg Vid_on
 );
 parameter HPIXELS = 1344 ;
 parameter VLINES = 806 ;  
 parameter HBP = 296 ;
 parameter HFP = 1320 ;
 parameter VBP = 35 ;    
 parameter VFP = 803 ;
 parameter HSP = 136 ;
 parameter VSP = 6 ;     
reg [16:0] H_count_reg, H_count_next ;
always@(posedge clk_65M)     
begin
  if(clear==1'b1)
  H_count_reg <= 17'd0 ;
  else
  H_count_reg <= H_count_next ;
end
always@(*)
begin
        H_count_next = H_count_reg ;
    if(H_count_reg == HPIXELS-1) 
        H_count_next = 17'd0 ;
    else
        H_count_next = H_count_reg + 1 ;     
end  
assign H_count = H_count_reg ;
always@(*)       
begin
if(H_count_reg < HSP) 
H_sync = 1'b0 ;
else
H_sync = 1'b1 ;
end 
reg V_count_en ;         
always@(*)
begin
    if(H_count_reg==HPIXELS-1)
    V_count_en <= 1'b1 ;
    else
    V_count_en <= 1'b0 ;
 end
reg [16:0] V_count_reg, V_count_next ;
always@(posedge clk_65M)     
begin
  if(clear==1'b1)
  V_count_reg <= 17'd0 ;
  else
  V_count_reg <= V_count_next ;
end
always@(*)
begin
        V_count_next = V_count_reg ;
   if(V_count_en == 1'b1)    
   begin 
    if(V_count_reg == VLINES-1) 
        V_count_next = 17'd0 ;
    else 
        V_count_next = V_count_reg + 1 ;     
   end
end  
assign V_count = V_count_reg ;
always@(*)       
begin
if(V_count_reg < VSP) 
V_sync = 1'b0 ;
else
V_sync = 1'b1 ;
end 
always@(*)       
    begin
       if((H_count_reg>HBP) && (H_count_reg<HFP) && (V_count_reg>VBP) && (V_count_reg<VFP))
          Vid_on = 1'b1 ;
       else
          Vid_on = 1'b0 ;
    end
endmodule
$ cat flow/run.sh
#!/bin/bash
# OpenROAD 26Q1-2900-gdf79404cd8, Yosys 0.63+post, stock flow scripts
make -C /OpenROAD-flow-scripts/flow DESIGN_CONFIG=/design/flow/config.mk WORK_HOME=/design/flow/orfs finish
==> results.cfg <==
; yosys + openroad results
[final_layout]
fillers = 940
logic_area_sq_um = 1070
drive_above_1_share_pct = 7.17
fin_util_pct = 28.1
syn_to_final_growth_pct = 32.9
ff_latch_area_sq_um = 681

[clock_network]
hold_buffers = 0
cts_resized = 0
cts.clk_slew.worst_paths_ns = 0.07
clock-root-buffer = clkbuf_8
cts_made_buffers = 5
postCtsSetupBuffers = 0
clock_path_buffers = 2
cts_sinks = 34
clock_latency_ns = 0.28
htree_levels = 2
cts_tree = yes

[logic_synthesis]
syn_avg_cell_area_sq_um = 8.16
ys_area_sq_um = 1840
synth-main-ff-cell = dfxtp_1
syn_area_sq_um = 1840
largest_area_cell = dfxtp_1
yosys_cells = 225
adder_share_pct = 2.73
synth-seq-cells = 34
synthMuxAreaShare_pct = 1.16
synth-async-reset-ratio_pct = 0
ys_sh_aoi_pct = 13.8
synth_cells = 225
top_cell_area_share_pct = 37.1
edf_count = 0
yosys.cell_types.count = 45
synth.area.top_cells = dfxtp_1 37%, nor2_1 5.9%, xor2_1 4.8%, nand3_1 4.4%, xnor2_1 3.8%
ys_warn_count = 1
top_cells_by_count = 34 x dfxtp_1, 29 x nor2_1, 16 x nand3_1
most_common_cell = dfxtp_1
ys_sh_simple_pct = 32.0
synth-xor-area-share_pct = 8.59
ys_seq_share_pct = 37.1
yosys-dominant-comb-family = simple AND/OR/NAND/NOR gates

[worst_setup_path]
startpoint_type = flop
crit_path_top_delay_cell = or4_1
timing.rr.start = V_count_reg[16]
cp_data_required_time_ns = 4.72
crit_arrival_ns = 2.64
cp-end-kind = output port
cpPeakStageDelay_ns = 0.53
crit_fanout = 4
cp-startpoint = V_count_reg[16]
path_class = flop to output port
path_cells = or4_1 > nor4_1 > and3_2 > nand4_1 > a21oi_1 > clkdlybuf4s50_1

[power_and_ir_drop]
p_per_area_nw_per_um2 = 214
power_mw = 0.523
p_leak_nw = 0.896
ir_worst_vdd_uv = 90.8

[grt]
grt_pass1_wl_um = 8520
grt_max_degree = 16
track_usage_pct = 7.89
grt_pass1_vias = 1629
antenna_found_initial = 0
grt.overflow.total = 0

[routing]
wirelength_um = 5140
first_pass_iters = 4
drt_iter0_drc = 90
routed_via_density = 4.68
diodes = 0
dr_total_vias = 1747
drcViolationCount = 0
ant_nets = 0
wl_per_cell_um = 13.8

[status]
status = completed

[floorplanning]
fp.dieW_um = 114
die_y_um = 114
rows = 34
floorplanUtilization_pct = 21.2
io_pins = 39
dieArea_sq_um = 13000
core_sq_um = 8680

[timing]
max_freq_ghz = 0.262
whs_ns = 0.501
finClkSkew_ns = 0.00387
fin_crit_ns = 3.82
rsz0062_at_grt = no
hold_viol_final = 0
fin_setup_tns_ns = 0
maxSlewViolCount = 0
setup_viol = 0
slew_headroom_pct = 26.0
worst_slew_pin_slew_ns = 1.10
post-route-period-util_pct = 64.7

[flow_run]
maxCapViolCount = 0
warnings = 27

[place]
port_buffers = 38
dp_hpwl_um = 3830
globalplace.congestion = 0.843

[min_path]
holdCritPathClass = flop to flop
hold_start = H_count_reg[0]
## per-stage QoR
stage / setup WS (ns) / cells / instance area, sq um
3_5_place_dp: 2.36 / 365 / 2330
4_1_cts: 2.04 / 373 / 2440
2_1_floorplan: 3.27 / 225 / 1840
5_1_grt: 1.84 / 373 / 2440
3_3_place_gp: 2.43 / 365 / 2330
6_report: 2.08 / 373 / 2440
## cell type report
cell class                 count  share of cell area, %
sequential                    34                   27.9
timing repair buffer          40                   16.2
clock buffer                   8                   4.51
inverter                      13                   2.00
multi-input combinational    170                   43.8
tap                          108                   5.54
## routing by layer
| metal | GRT usage [%] | vias up | routed length, um |
|---|---|---|---|
| met5 | 0 | - | 0 |
| met4 | 1.09 | 0 | 70 |
| met3 | 2.07 | 4 | 275 |
| met2 | 13.2 | 39 | 2460 |
| met1 | 10.3 | 818 | 2340 |
| li1 | - | 886 | - |
## worst max-delay path: cells and delay by family (launching register included)
kind / cells / cell delay (ns)
buffers and inverters: 1 / 0.50
AND-OR/OR-AND: 1 / 0.17
AND/OR/NAND/NOR: 4 / 1.36
flip-flops: 1 / 0.33
## cells by family after synthesis
| group | count (synthesis) |
|---|---|
| xor gates and xnor gates | 18 |
| muxes | 2 |
| AOI/OAI and AO/OA | 40 |
| buffers and inverters | 21 |
| DFF | 34 |
| adders and majority gates | 4 |
| and+or+nand+nor | 106 |
## report_power, final
part / total [mW] / switching, mW / leakage (nW) / internal (mW)
Clock: 0.202 / 0.0845 / 0.0575 / 0.118
Sequential: 0.253 / 0.0148 / 0.276 / 0.239
Combinational: 0.0668 / 0.0271 / 0.563 / 0.0397
Total: 0.523 / 0.126 / 0.896 / 0.396
## worst paths after layout
check | slack (ns) | to | depth (start not counted)
setup / recovery | 2.08 | Vid_on | 6
hold / removal | 0.50 | H_count_reg[0] | 1
setup reg to reg | 3.39 | V_count_reg[0] | 6
hold reg to reg | 0.50 | H_count_reg[0] | 1
## layout by cell type, fill, tap and decap left out, drive strengths merged, types with 8 or more instances in the layout
cell type	instances
a21oi	8
and3	9
clkbuf	8
clkdlybuf4s50	38
dfxtp	34
inv	13
nand2	14
nand3	16
nor2	29
o21ai	11
xnor2	8
xor2	10
Power is estimated from default activity; no workload was simulated.
